==> design.v <==
module Rf #(
    parameter IW = 12,
    parameter IMW = 4, 
    parameter DW = 12,
    parameter RFW = 2 
)(
    input wire              clk,
    input wire              we,
    input wire  [RFW-1:0]   rr1_address,
    input wire  [RFW-1:0]   rr2_address,
    input wire  [RFW-1:0]   wr_address,
    input wire  [DW-1:0]    wr_data,
    output wire [DW-1:0]    rr1_data,
    output wire [DW-1:0]    rr2_data
);
reg [DW-1:0] reg_file[2**RFW-1:0];
integer i;
assign rr1_data = reg_file[rr1_address];
assign rr2_data = reg_file[rr2_address];
always @(negedge clk) begin
    if (we) begin
        reg_file[wr_address] <= wr_data;
    end
end
initial begin
    for (i = 0; i < 2**RFW;i++) begin
        reg_file[i] <= {DW{1'b1}};
    end
    reg_file[{RFW{1'b0}}] <= {DW{1'b0}};
end
wire [DW-1:0] register_0 = reg_file[0];
wire [DW-1:0] register_1 = reg_file[1];
wire [DW-1:0] register_2 = reg_file[2];
wire [DW-1:0] register_3 = reg_file[3];
endmodule
==> run.sh <==
#!/bin/bash
# OpenROAD 26Q1-2900-gdf79404cd8, Yosys 0.63+post, stock flow scripts
make -C /OpenROAD-flow-scripts/flow DESIGN_CONFIG=/design/flow/config.mk WORK_HOME=/design/flow/orfs finish
==> config.mk <==
export PLATFORM = sky130hd
export DESIGN_NAME = Rf
export DESIGN_NICKNAME = Rf
export VERILOG_FILES = /design/flow/design.v
export SDC_FILE = /design/flow/constraint.sdc
export NUM_CORES = 4
export LEC_CHECK = 1
export CORE_UTILIZATION = 40
==> constraint.sdc <==
current_design Rf

set clk_period 2.1
set clk_io_pct 0.2

create_clock -name clk0 -period $clk_period [get_ports {clk}]

set non_clock_inputs [all_inputs -no_clocks]
set_input_delay [expr $clk_period * $clk_io_pct] -clock clk0 $non_clock_inputs
set_output_delay [expr $clk_period * $clk_io_pct] -clock clk0 [all_outputs]
==> impl_metrics.env <==
# source this file to load flow results
export IMPL_status="finished with violations"
export IMPL_violations="negative setup slack"
export IMPL_syn_mean_instance_area_um2=25.49
export IMPL_numCtsBuffers=5
export IMPL_maxSlewViolCount=0
export IMPL_grt_util_met3_pct=12.62
export IMPL_htreeDepth=2
export IMPL_setup_slack_ns=-0.8109
export IMPL_netlist_area_um2=2064
export IMPL_slowest_stage="mux4_2"
export IMPL_cts_root_buf="clkbuf_8"
export IMPL_fp_util_pct=42.58
export IMPL_comb_area_um2=590.6
export IMPL_vias_per_cell=4.735
export IMPL_firstDrtPassIters=4
export IMPL_worstPathArrival_ns=2.49
export IMPL_power_density_nw_per_um2=753.4
export IMPL_top_cells_by_area="edfxtp_1 70%, mux4_2 22%, mux4_1 5.1%"
export IMPL_simple_gate_share_pct=1.515
export IMPL_ant_nets=0
export IMPL_synthMuxAreaShare_pct=26.91
export IMPL_cts_sinks=48
export IMPL_ioPinCount=44
export IMPL_start_kind="register"
export IMPL_tightest_slew_ns=0.2221
export IMPL_hold_depth=3
export IMPL_diodes=0
export IMPL_cp_cell_sequence="buf_4 -> mux4_2 -> buf_2"
export IMPL_peakVddDrop_mv=0.4656
export IMPL_synth_warnings=1
export IMPL_cts_tree="built"
export IMPL_finalPower_w=0.002167
export IMPL_leakagePower_nw=1.196
export IMPL_totalWireLength_um=3717
export IMPL_hp_class="input port to register"
export IMPL_reg_top3="reg_file: 48 flops"
export IMPL_numSynthFlops=48
export IMPL_rsz0062_at_grt="yes"
export IMPL_cts_hold_buf=0
export IMPL_largest_reg_flops=48
export IMPL_yosys_area_um2=2064
export IMPL_drt_iter0_markers=38
export IMPL_grt_total_usage_pct=17.22
export IMPL_synth_xor_area_share_pct=0
export IMPL_row_count=25
export IMPL_grt_use_met1_pct=19.65
export IMPL_grt_met2_usage_pct=26.40
export IMPL_avgRoutedWirePerCell_um=14.46
export IMPL_grt_pass1_wl_um=5934
export IMPL_hold_viol=0
export IMPL_synth_cells=81
export IMPL_cp_max_fo=2
export IMPL_flop_area_um2=1441
export IMPL_postSynthSeqShare_pct=69.82
export IMPL_global_route_overflow_total=0
export IMPL_fp_dieW_um=73.84
export IMPL_fill_cells=374
export IMPL_grt_busiest_layer="met2"
export IMPL_design_area_um2=2877
export IMPL_drive_gt1_share_pct=41.05
export IMPL_core_um2=4848
export IMPL_top_register="reg_file"
export IMPL_synthTopLogicFamily="multiplexers"
export IMPL_grt_max_degree=13
export IMPL_warnings=76
export IMPL_yosysCellCount=81
export IMPL_clkTransAtPathRegs_ns=0.04
export IMPL_routed_via_count=1217
export IMPL_area_growth_synth_to_final_pct=39.33
export IMPL_chip_area_um2=5452
export IMPL_antenna_found_initial=0
export IMPL_drv_cap=0
export IMPL_critPathRequiredTime_ns=1.68
export IMPL_path_class="register to output pin"
export IMPL_synth_top_cell_by_area="edfxtp_1"
export IMPL_synth_distinct_cells=9
export IMPL_max_clock_path_buffers=2
export IMPL_ys_sh_adder_pct=0
export IMPL_port_buffers=43
export IMPL_timing_hold_ws_ns=1.604
export IMPL_hpwl_um=2520
export IMPL_max_stage_delay_ns=0.46
export IMPL_cp_end_kind="output pin"
export IMPL_place_area_um2=2729
export IMPL_place_gp_congestion=0.7507
export IMPL_relSlewSlack_pct=85.18
export IMPL_die_h_um=73.84
export IMPL_drc=0
export IMPL_synthAoiAreaFrac_pct=0
export IMPL_setup_viol=24
export IMPL_netlist_area_leader_share_pct=69.82
export IMPL_grt_pass1_vias=1355
==> worst paths after layout <==
path | from | to | slack, ns
worst max-delay path | reg_file[3][2] | rr1_data[2] | -0.81
worst min-delay path | wr_address[0] | reg_file[0][9] | 1.60
==> cell usage in the layout (no fill, tap or decap), drive strengths merged <==
| master | instances |
|---|---|
| clkdlybuf4s50 | 16 |
| and3b | 2 |
| buf | 42 |
| inv | 48 |
| nor3b | 1 |
| and3 | 1 |
| clkbuf | 8 |
| edfxtp | 48 |
| mux4 | 24 |
==> worst max-delay path, delay by kind of cell (launching register included) <==
family	cells	cell delay (ns)
multiplexers	1	0.46
flip-flops	1	0.37
buffers and inverters	2	0.27
==> metrics by stage <==
step / util [%] / setup WS (ns) / TNS (ns) / std cells
2_1_floorplan: - / -0.1635 / -6.499 / 81
3_3_place_gp: 56.28 / -0.6333 / -48.34 / 203
3_5_place_dp: 56.28 / -0.6470 / -48.92 / 203
4_1_cts: 59.46 / -0.8280 / -16.66 / 257
5_1_grt: 59.33 / -0.8731 / -17.97 / 257
6_report: 59.33 / -0.8109 / -16.33 / 257
==> synth_stat cells <==
| library cell | count |
|---|---|
| inv_1 | 1 |
| buf_6 | 2 |
| nor3b_1 | 1 |
| mux4_1 | 4 |
| buf_2 | 2 |
| mux4_2 | 20 |
| and3b_1 | 2 |
| edfxtp_1 | 48 |
| and3_1 | 1 |
==> power by group <==
part / internal, W / switching, W / total, W
sequential: 0.00111 / 0.0000171 / 0.00113
clock: 0.000334 / 0.000466 / 0.000800
combinational: 0.000159 / 0.0000778 / 0.000236
==> cell families (layout without fill, tap and decap cells) <==
| group | after synthesis | count (layout) |
|---|---|---|
| multiplexers | 24 | 24 |
| AND/OR/NAND/NOR | 4 | 4 |
| flip-flops | 48 | 48 |
| buffers and inverters | 5 | 114 |
==> layout make-up <==
type	instances	share of cell area, %
clock buffer	5	2.392
timing repair buffer	61	17.79
multi-input combinational	28	20.53
sequential	48	50.11
tap	67	2.914
clock inverter	48	6.264
==> routing by layer <==
layer,vias to the layer above,routed length [µm]
met5,-,0
met4,0,27
met3,5,424
met2,63,1966
met1,563,1298
li1,586,-
==> what timing repair did <==
action                     4_1_cts  5_1_grt
setup buffers                    2        0
setup endpoints to repair       72       51
gates resized                   81        6
pin swaps                        0        1
Power and IR drop assume default switching activity.
